==> ./design.v <==
`timescale 1ns / 1ps
module AXI_slave_v #(
    parameter   START_ADDR = 32'h4000_0000,
    parameter   END_ADDR = 32'h4000_4000  
)(
   input        reset_i,
   output reg              valid_o,
   input                   ready_i,
   output reg     [ 3:0]   wstrb_o,
   output reg     [31:0]   addr_o,
   output reg     [31:0]   wdata_o,
   input          [31:0]   rdata_i,
   output                  clk_o,
   input                   S_AXI_ACLK,
   input          [31:0]   S_AXI_ARADDR,        
   input                   S_AXI_ARVALID,          
   output reg              S_AXI_ARREADY,
   output reg     [31:0]   S_AXI_RDATA,
   output reg              S_AXI_RVALID,
   input                   S_AXI_RREADY,        
   output reg     [ 1:0]   S_AXI_RRESP,
   input          [31:0]   S_AXI_AWADDR,        
   input                   S_AXI_AWVALID,       
   output reg              S_AXI_AWREADY,
   input          [31:0]   S_AXI_WDATA,      
   input                   S_AXI_WVALID,        
   output reg              S_AXI_WREADY,
   input          [ 3:0]   S_AXI_WSTRB,
   input                   S_AXI_BREADY,        
   output reg     [ 1:0]   S_AXI_BRESP,
   output reg              S_AXI_BVALID
);
   reg [2:0] state;
   reg [1:0] write_status;  
   localparam IDLE               = 3'b000;
   localparam READ_ADDR          = 3'b001;
   localparam READ_DATA          = 3'b010;
   localparam WRITE_ADDR_DATA    = 3'b011;
   localparam WRITE_RESP         = 3'b100;
   assign clk_o = S_AXI_ACLK;
   always @(posedge S_AXI_ACLK) begin
      if (reset_i == 1'b0) begin
         state <= IDLE;
         write_status <= 0;
         valid_o <= 0;
         wstrb_o <= 0;
         addr_o <= 0;
         wdata_o <= 0;
         S_AXI_ARREADY <= 0;
         S_AXI_RDATA <= 0;
         S_AXI_RVALID <= 0;
         S_AXI_RRESP <= 0;
         S_AXI_AWREADY <= 0;
         S_AXI_WREADY <= 0;
         S_AXI_BVALID <= 0;
      end else begin 
         case(state)
            IDLE: begin
               if (S_AXI_ARVALID == 1'b1) begin  
                  if (S_AXI_ARADDR >= START_ADDR && S_AXI_ARADDR < END_ADDR) begin  
                     state <= READ_ADDR;
                  end else begin
                     state <= state;
                  end
               end else if (S_AXI_AWVALID == 1'b1) begin  
                  if (S_AXI_AWADDR >= START_ADDR && S_AXI_AWADDR < END_ADDR) begin  
                     state <= WRITE_ADDR_DATA;
                  end else begin
                     state <= state;
                  end
               end else begin  
                  state <= state;
               end
            end
            READ_ADDR: begin  
               if (S_AXI_ARREADY == 1'b1) begin  
                  S_AXI_ARREADY <= 0;
                  state <= READ_DATA;
                  addr_o <= S_AXI_ARADDR;
                  valid_o <= 1'b1;
               end else begin
                  S_AXI_ARREADY <= 1'b1;
                  state <= state;
                  addr_o <= addr_o;
                  valid_o <= valid_o;
               end
            end
            READ_DATA: begin  
               if (S_AXI_RVALID == 1'b1) begin  
                  if (S_AXI_RREADY == 1'b1) begin  
                     state <= IDLE;
                     S_AXI_RDATA <= 0;
                     S_AXI_RVALID <= 0;
                     addr_o <= addr_o;
                     valid_o <= valid_o;
                  end else begin
                     state <= state;
                     S_AXI_RDATA <= S_AXI_RDATA;
                     S_AXI_RVALID <= S_AXI_RVALID;
                     addr_o <= addr_o;
                     valid_o <= valid_o;
                  end
               end else begin
                  if (ready_i == 1'b1) begin  
                     state <= state;
                     S_AXI_RDATA <= rdata_i;
                     S_AXI_RVALID <= 1'b1;
                     addr_o <= 0;
                     valid_o <= 0;
                  end else begin
                     state <= state;
                     S_AXI_RDATA <= S_AXI_RDATA;
                     S_AXI_RVALID <= S_AXI_RVALID;
                     addr_o <= addr_o;
                     valid_o <= valid_o;
                  end
               end
            end
            WRITE_ADDR_DATA: begin
               if (
                  (write_status[0] == 1'b1) &&
                  (write_status[1] == 1'b1)
               ) begin  
                  state <= WRITE_RESP;
                  write_status <= 0;
                  valid_o <= 1;
                  addr_o <= addr_o;
                  wstrb_o <= wstrb_o;
                  wdata_o <= wdata_o;
                  S_AXI_AWREADY <= 0;
                  S_AXI_WREADY <= 0;
               end else begin
                  state <= state;
                  valid_o <= 0;
                  if (S_AXI_AWREADY == 1'b1) begin
                     write_status[0] <= 1'b1;
                     addr_o <= S_AXI_AWADDR;
                     S_AXI_AWREADY <= 0;
                  end else begin
                     if (write_status[0] == 1'b1) begin
                        write_status[0] <= write_status[0];
                        addr_o <= addr_o;
                        S_AXI_AWREADY <= S_AXI_AWREADY;
                     end else begin
                        write_status[0] <= write_status[0];
                        addr_o <= addr_o;
                        S_AXI_AWREADY <= 1'b1;
                     end
                  end
                  if (S_AXI_WREADY == 1'b1) begin
                     write_status[1] <= 1'b1;
                     wdata_o <= S_AXI_WDATA;
                     wstrb_o <= S_AXI_WSTRB;
                     S_AXI_WREADY <= 0;
                  end else begin
                     if (write_status[1] == 1'b1) begin
                        write_status[1] <= write_status[1];
                        wdata_o <= wdata_o;
                        wstrb_o <= wstrb_o;
                        S_AXI_WREADY <= S_AXI_WREADY;
                     end else begin
                        write_status[1] <= write_status[1];
                        wdata_o <= wdata_o;
                        wstrb_o <= wstrb_o;
                        S_AXI_WREADY <= 1'b1;
                     end
                  end
               end
            end
            WRITE_RESP: begin
               if (S_AXI_BVALID == 1'b1) begin  
                  if (S_AXI_BREADY == 1'b1) begin
                     state <= IDLE;
                     S_AXI_BRESP <= 0;
                     S_AXI_BVALID <= 0;
                     valid_o <= valid_o;
                     addr_o <= addr_o;
                     wstrb_o <= wstrb_o;
                     wdata_o <= wdata_o;
                  end else begin
                     state <= state;
                     S_AXI_BVALID <= S_AXI_BVALID;
                     S_AXI_BRESP <= S_AXI_BRESP;
                     valid_o <= valid_o;
                     addr_o <= addr_o;
                     wstrb_o <= wstrb_o;
                     wdata_o <= wdata_o;
                  end
               end else begin
                  state <= state;
                  if (ready_i == 1'b1) begin
                     S_AXI_BVALID <= 1'b1;
                     S_AXI_BRESP <= 2'b00;
                     valid_o <= 0;
                     addr_o <= 0;
                     wstrb_o <= 0;
                     wdata_o <= 0;
                  end else begin
                     S_AXI_BVALID <= S_AXI_BVALID;
                     S_AXI_BRESP <= S_AXI_BRESP;
                     valid_o <= valid_o;
                     addr_o <= addr_o;
                     wstrb_o <= wstrb_o;
                     wdata_o <= wdata_o;
                  end
               end
            end
            default: begin  
               state <= IDLE;
               write_status <= 0;
               valid_o <= 0;
               wstrb_o <= 0;
               addr_o <= 0;
               wdata_o <= 0;
               S_AXI_ARREADY <= 0;
               S_AXI_RDATA <= 0;
               S_AXI_RVALID <= 0;
               S_AXI_RRESP <= 0;
               S_AXI_AWREADY <= 0;
               S_AXI_WREADY <= 0;
               S_AXI_BVALID <= 0;
            end
         endcase
      end
   end
endmodule
==> ./run.sh <==
#!/bin/bash
# OpenROAD 26Q1-2900-gdf79404cd8, Yosys 0.63+post, stock flow scripts
make -C /OpenROAD-flow-scripts/flow DESIGN_CONFIG=/design/flow/config.mk WORK_HOME=/design/flow/orfs finish
==> ./config.mk <==
export PLATFORM = sky130hd
export DESIGN_NAME = AXI_slave_v
export DESIGN_NICKNAME = AXI_slave_v
export VERILOG_FILES = /design/flow/design.v
export SDC_FILE = /design/flow/constraint.sdc
export NUM_CORES = 4
export LEC_CHECK = 1
export CORE_UTILIZATION = 30
==> ./constraint.sdc <==
current_design AXI_slave_v

set clk_period 8.2
set clk_io_pct 0.2

create_clock -name clk0 -period $clk_period [get_ports {S_AXI_ACLK}]

set non_clock_inputs [all_inputs -no_clocks]
set_input_delay [expr $clk_period * $clk_io_pct] -clock clk0 $non_clock_inputs
set_output_delay [expr $clk_period * $clk_io_pct] -clock clk0 [all_outputs]
==> out/qor.txt <==
PostCTS Resize Cnt -> 0
Critical Path Start Type -> clock port
Width of the die -> 130 um
Yosys stat cell total -> 588
Dominant logic cell type in the layout -> clkdlybuf4s50_1
Crit path cell chain -> clkbuf_16, clkbuf_16, clkdlybuf4s50_1
Cell area leaders -> dfxtp_1 46%, a21oi_1 7.6%, nand3_1 7.3%, o221a_1 7.3%, nand2_1 6.1%
Cell Type Count -> 43
Placed cells -> 1,005
Final hold vios -> 0
Dominant cell area share -> 45.9%
FP Util -> 30.9%
Worst reg2reg endpoint -> S_AXI_RDATA[15]
Routed Antenna Nets -> 0
Drt via density -> 4.95
Hold Path Class -> flip-flop to flip-flop
Final instance area -> 8140 um^2
EDFF count, synth -> 0
Final setup viols -> 0
Top Ports -> 251
Async SR Flop Fraction -> 0%
Worst hold margin -> 0.445 ns
Yosys warning tally -> 1
CTS tree -> built
Port bufs -> 245
Share of cells above drive strength 1 -> 6.31%
Post-Syn Instances -> 588
Via Count -> 5,145
WP data arrival -> 4.73 ns
Routed WL per cell -> 15.4 um
Most used cell, CP -> clkbuf_16
Row count -> 46
All-layer global routing usage -> 18.9%
Total of max-cap violations -> 0
Synth Seq Share -> 45.9%
Tot Pwr -> 1.52 mW
CP peak stage delay -> 0.39 ns
Vias in the first global route -> 4,973
Core region area -> 15,900 um^2
Slew headroom -> 52.0%
WHS Endpoint -> wdata_o[22]
Post-DP HPWL -> 10.6 mm
Die Area -> 16,900 um^2
Slew Viols, Final -> 0
Synth area leader -> dfxtp_1
Reg clk slew, reported paths -> 0.05 ns
Critical setup path kind -> clock port to output pin
GPL Wtd Cong -> 0.788
Count of tool warnings -> 27
Fin cells -> 1,040
Cells on worst reg2reg path -> 6
Setup bufs post-CTS -> 0
Worst Path Max Fanout -> 2
Synth-to-Final Area Change -> 65.2%
CTS Hold Bufs -> 0
Setup Total Neg Slack -> 0 ns
Flop2flop setup slack -> 5.93 ns
Slowest stage cell, crit path -> clkdlybuf4s50_1
Placed Area -> 7470 um^2
Ys flop type -> dfxtp_1
Initial antenna violation count -> 0
Synth Cell Area -> 4930 um^2
Setup Skew -> 0.00472 ns
RSZ-0062 raised after global routing -> false
Peak supply drop -> 0.161 mV
WHS Path Cells -> 2
Hold_sp -> wdata_o[22]
Initial DRC count -> 222
Top cells excl fill/tap -> 245 x clkdlybuf4s50_1, 113 x dfxtp_1, 80 x nand2_1
Synthesis area per yosys -> 4930 um^2
Number of diodes -> 0
Synthesized area per cell -> 8.38 um^2
Number of synthesized register bits -> 113
Die Span Y -> 130 um
Pwr Density -> 186 nW/um^2
Tightest Pin Transition -> 0.714 ns
Pre-Repair DR Iteration Count -> 6
Outcome -> finished, final reports clean
CP Capture Type -> output pin
Routed wire length -> 16.0 mm
Insertion Delay late pin -> 0.52 ns
Pin count of the biggest net entering global routing -> 65
Critical R2R Launch -> state[4]
Critical Path RT -> 6.56 ns
Grt ovf -> 0
# DRC -> 0
Static leakage power -> 2.73 nW
First-pass GRT wire length -> 24.8 mm
[worst max path at each step]
stage,from,to
4_1_cts,S_AXI_ACLK,clk_o
5_1_grt,S_AXI_ACLK,clk_o
6_report,S_AXI_ACLK,clk_o
[Yosys cell counts, types with 2 or more instances]
library cell	n
nand2b_1	36
a21oi_1	75
o221a_1	32
nor4_1	7
and3_1	2
or4_1	3
nand2_1	80
clkbuf_1	37
inv_2	2
buf_2	11
nor4b_1	2
buf_6	4
or3_1	2
nor2b_1	36
nand3_1	72
nand4b_1	2
o21ai_0	35
nor2_1	9
dfxtp_1	113
buf_4	5
[per-stage QoR]
| step | util (%) | worst slack (ns) |
|---|---|---|
| finish | 51.1 | 1.83 |
| global route | 51.1 | 1.79 |
| CTS | 51.1 | 1.82 |
| detailed placement | 46.9 | 2.09 |
| global placement | 46.9 | 2.09 |
| floorplan | - | 2.36 |
[worst max-delay path: cells and delay by family]
kind	cells	cell delay [ns]
buf+inv	3	0.64
[flip-flops by register name (all words and copies together), names as in the netlist, 2 cells and up]
| name | cells |
|---|---|
| wdata_o | 32 |
| wstrb_o | 4 |
| S_AXI_RDATA | 32 |
| write_status | 2 |
| addr_o | 32 |
| state | 5 |
[cell families (layout without fill, tap and decap cells)]
logic type / count (synthesis) / after routing / synth area share, %
flip-flops: 113 / 113 / 45.9
other: 1 / 4 / 0.0761
multiplexers: 1 / 1 / 0.203
AND-OR/OR-AND: 156 / 156 / 21.3
buffers and inverters: 61 / 294 / 5.92
AND/OR/NAND/NOR: 256 / 256 / 26.6
[report_power, final]
group / leakage, nW / internal, mW / switching, mW
clock: 0.329 / 0.546 / 0.261
combinational: 1.48 / 0.0928 / 0.0490
sequential: 0.914 / 0.561 / 0.00631
total: 2.73 / 1.20 / 0.316
[area by class of cell]
cell class | instances | area [um^2]
tap | 216 | 270
timing repair buffer | 255 | 2520
multi-input combinational | 417 | 2400
clock inverter | 10 | 108
clock buffer | 26 | 569
fill | 1417 | 7800
inverter | 3 | 11.3
sequential | 113 | 2260
[metal layers]
| metal | up-vias | GRT usage (%) | share of wire [%] |
|---|---|---|---|
| li1 | 2529 | - | - |
| met1 | 2393 | 24.9 | 43 |
| met2 | 211 | 30.0 | 45 |
| met3 | 12 | 7.52 | 11 |
| met4 | 0 | 3.35 | 1.1 |
| met5 | - | 0 | 0 |
Power figures rest on the tool's default switching activity, not on a simulated workload.

### flow/config.mk
export PLATFORM = sky130hd
export DESIGN_NAME = AXI_master_v
export DESIGN_NICKNAME = AXI_master_v
export VERILOG_FILES = /design/flow/design.v
export SDC_FILE = /design/flow/constraint.sdc
export NUM_CORES = 4
export LEC_CHECK = 1
export CORE_UTILIZATION = 40
### flow/constraint.sdc
current_design AXI_master_v

set clk_period 6.5
set clk_io_pct 0.2

create_clock -name clk0 -period $clk_period [get_ports {clk_i}]

set non_clock_inputs [all_inputs -no_clocks]
set_input_delay [expr $clk_period * $clk_io_pct] -clock clk0 $non_clock_inputs
set_output_delay [expr $clk_period * $clk_io_pct] -clock clk0 [all_outputs]
### flow/design.v
`timescale 1ns/1ps
module AXI_master_v(
   input             clk_i,
   input             resetn_i,
   input                   valid_i,
   output   reg            ready_o,       
   input          [ 3:0]   wstrb_i,
   input          [31:0]   addr_i,
   input          [31:0]   wdata_i,
   output   reg   [31:0]   rdata_o,          
   output   reg   [31:0]   AXI_ARADDR_o,        
   output   reg            AXI_ARVALID_o,          
   input                   AXI_ARREADY_i,
   input          [31:0]   AXI_RDATA_i,
   input                   AXI_RVALID_i,
   output   reg            AXI_RREADY_o,        
   input          [ 1:0]   AXI_RRESP_i,
   output   reg   [31:0]   AXI_AWADDR_o,        
   output   reg            AXI_AWVALID_o,       
   input                   AXI_AWREADY_i,
   output   reg   [31:0]   AXI_WDATA_o,      
   output   reg            AXI_WVALID_o,        
   input                   AXI_WREADY_i,
   output   reg   [ 3:0]   AXI_WSTRB_o,
   output   reg            AXI_BREADY_o,        
   input          [ 1:0]   AXI_BRESP_i,
   input                   AXI_BVALID_i
);
   reg [2:0] state;
   reg [1:0] write_status;  
   localparam IDLE               = 3'b000;
   localparam READ_ADDR          = 3'b001;
   localparam READ_DATA          = 3'b010;
   localparam WRITE_ADDR_DATA    = 3'b011;
   localparam WRITE_RESP         = 3'b100;
   always @(posedge clk_i) begin
      if (resetn_i == 1'b0) begin
         state <= IDLE;
         write_status <= 0;
         ready_o <= 0;
         rdata_o <= 0;
         AXI_ARADDR_o <= 0;
         AXI_ARVALID_o <= 0;
         AXI_RREADY_o <= 0;
         AXI_AWADDR_o <= 0;
         AXI_AWVALID_o <= 0;
         AXI_WDATA_o <= 0;
         AXI_WVALID_o <= 0;
         AXI_WSTRB_o <= 0;
         AXI_BREADY_o <= 0;
      end else begin 
         case(state)
            IDLE: begin
               if (valid_i) begin
                  if (wstrb_i == 4'b0000) begin
                     state <= READ_ADDR;
                  end else begin
                     state <= WRITE_ADDR_DATA;
                  end
               end else begin
                  state <= state;
               end
            end
            READ_ADDR: begin
               if (AXI_ARVALID_o == 1'b1) begin  
                  if (AXI_ARREADY_i == 1'b1) begin  
                     state <= READ_DATA;  
                     AXI_ARADDR_o <= 0;
                     AXI_ARVALID_o <= 0;
                  end else begin  
                     state <= state;
                     AXI_ARADDR_o <= AXI_ARADDR_o;
                     AXI_ARVALID_o <= AXI_ARVALID_o;
                  end
               end else begin  
                  state <= state;
                  AXI_ARADDR_o <= addr_i;
                  AXI_ARVALID_o <= 1'b1;
               end
            end
            READ_DATA: begin
               if (AXI_RVALID_i == 1'b1) begin  
                  if (ready_o == 1'b1) begin  
                     state <= IDLE;
                     rdata_o <= 32'b0;
                     ready_o <= 0;
                     AXI_RREADY_o <= 0;
                  end else begin
                     state <= state;
                     rdata_o <= AXI_RDATA_i;
                     ready_o <= 1'b1;
                     AXI_RREADY_o <= 1'b1;
                  end
               end else begin  
                  state <= state;
                  ready_o <= 0;
                  rdata_o <= 0;
                  AXI_RREADY_o <= 0;
               end
            end
            WRITE_ADDR_DATA: begin
               if (
                  (write_status[0] == 1'b1) &&
                  (write_status[1] == 1'b1)
               ) begin  
                  state <= WRITE_RESP;
                  write_status <= 2'b00;
                  AXI_AWADDR_o <= 0;
                  AXI_AWVALID_o <= 0;
                  AXI_WDATA_o <= 0;
                  AXI_WVALID_o <= 0;
                  AXI_WSTRB_o <= 0;
               end else begin  
                  if (AXI_AWVALID_o == 1'b1) begin  
                     AXI_AWADDR_o <= AXI_AWADDR_o;  
                     if (AXI_AWREADY_i == 1'b1) begin  
                        write_status[0] <= 1'b1;  
                        AXI_AWVALID_o <= 0;  
                     end else begin  
                        write_status[0] <= write_status[0];
                        AXI_AWVALID_o <= AXI_AWVALID_o;
                     end
                  end else begin
                     AXI_AWADDR_o <= addr_i;
                     AXI_AWVALID_o <= 1'b1;
                     if (write_status[0] == 1'b0) begin
                        AXI_WVALID_o <= 1'b1;
                     end else begin
                        AXI_WVALID_o <= AXI_WVALID_o;
                     end
                  end
                  if (AXI_WVALID_o == 1'b1) begin  
                     AXI_WDATA_o <= AXI_WDATA_o;  
                     AXI_WSTRB_o <= AXI_WSTRB_o;
                     if (AXI_WREADY_i == 1'b1) begin  
                        write_status[1] <= 1'b1;  
                        AXI_WVALID_o <= 0;  
                     end else begin  
                        write_status[1] <= write_status[1];
                        AXI_WVALID_o <= AXI_WVALID_o;
                     end
                  end else begin
                     AXI_WDATA_o <= wdata_i;
                     AXI_WSTRB_o <= wstrb_i;
                     if (write_status[1] == 1'b0) begin
                        AXI_WVALID_o <= 1'b1;
                     end else begin
                        AXI_WVALID_o <= AXI_WVALID_o;
                     end
                  end
                  state <= state;
               end
            end
            WRITE_RESP: begin
               if (AXI_BVALID_i == 1'b1) begin  
                  if (AXI_BREADY_o == 1'b1) begin  
                     AXI_BREADY_o <= 0;
                     ready_o <= 0;
                     state <= IDLE;
                  end else begin
                     AXI_BREADY_o <= 1'b1;
                     ready_o <= 1'b1;
                     state <= state;
                  end
               end else begin  
                  state <= state;
                  ready_o <= ready_o;
                  AXI_BREADY_o <= AXI_BREADY_o;
               end
            end
            default: begin  
               state <= IDLE;
               write_status <= 0;
               ready_o <= 0;
               rdata_o <= 0;
               AXI_ARADDR_o <= 0;
               AXI_ARVALID_o <= 0;
               AXI_RREADY_o <= 0;
               AXI_AWADDR_o <= 0;
               AXI_AWVALID_o <= 0;
               AXI_WDATA_o <= 0;
               AXI_WVALID_o <= 0;
               AXI_WSTRB_o <= 0;
               AXI_BREADY_o <= 0;
            end
         endcase
      end
   end
endmodule
### flow/run.sh
#!/bin/bash
# OpenROAD 26Q1-2900-gdf79404cd8, Yosys 0.63+post, stock flow scripts
make -C /OpenROAD-flow-scripts/flow DESIGN_CONFIG=/design/flow/config.mk WORK_HOME=/design/flow/orfs finish
==> impl_metrics.toml <==
# yosys + openroad results
[die]
rows = 42
core_um2 = 13400
fp_util = 0.414
die_x_um = 120
ioPinCount = 250
die_h_um = 120
chip_area_um2 = 14400

[final_timing]
grt_setup_unrepaired = "no"
whs_ns = 0.449
finalCriticalPeriod_ns = 2.73
fin_crit_sh = 0.419
setup_viol = 0
finalMaxSlewViolations = 0
totalNegativeSetupSlack_ns = 0
fin_ws_ns = 3.77
hold_viol_final = 0
fmax_mhz = 367
fin_skew_ns = 0.00654
max_slew_margin = 0.475
worstMarginPinSlew_ns = 0.783

[logic_synthesis]
ys_chip_area_um2 = 5550
synth_cell_type_count = 35
syn_area_per_cell_um2 = 8.38
synth_top_area_share = 0.523
yosys_cells = 663
area_leaders = "dfxtp_1, nand2_1, o22ai_1"
yosys_warnings = 1
syn_inst = 663
ys.flop_type = "dfxtp_1"
postSynthSeqShare = 0.523
top_area_cell = "dfxtp_1"
ys_async_sr_fraction = 0
ys.flops = 145
edf_count = 0
post_synth_instance_area_um2 = 5550

[clock_tree]
worstSkewPairLatency_ns = 0.41
cts_buffers = 17
post_cts_resized = 0
clk_path_buf_depth = 2
clk_pin_slew_ns = 0.05
cts-htree-levels = 4
clkSinkCount = 145
postCtsHoldBufs = 0
cts_root_buf = "clkbuf_16"
cts_tree = "built"
cts_setup_buffers = 0

[cells_and_area]
syn_to_final_growth_pct = 55.5
fin_util = 0.644
layout_top_cell = "clkdlybuf4s50_1"
drive_gt1_frac = 0.0528
final_cell_mix = "clkdlybuf4s50_1, nand2_1, dfxtp_1"

[drt]
num_vias = 5363
wl_per_cell_um = 14.7
drt_iter0_drc = 288
dr.pass1.iters = 5
ant_nets = 0
drc = 0
vias_per_cell = 5.03
drt_wl_total_mm = 15.7
insertedDiodeCount = 0

[pwr]
p_per_area_nw_per_um2 = 238
p_total_mw = 2.06
leakage_nw = 3.12
irDropWorstVdd_uv = 160

[worst_setup_path]
crit_path_cell_trace = "clkdlybuf4s50_1"
required_ns = 5.20
path_class = "flop to primary output"
r2r-start = "state[4]"
ff2ff_setup_slack_ns = 4.25
cpMaxStageDelayCell = "clkdlybuf4s50_1"
r2r_cells = 3
cpLargestDelayFamily = "buffers and inverters"
crit_path_max_incr_delay_ns = 0.56
arrival_ns = 1.43
path_max_fanout = 7
start_kind = "flop"
crit_buf_inv = 1
end_kind = "primary output"
r2r_end = "AXI_WVALID_o"

[min_path]
holdPathEnd = "rdata_o[18]"
hp-class = "flop to flop"
holdCritStartpoint = "rdata_o[18]"
hold_depth = 2

[placement]
port-buffer-count = 245
gp_congestion = 0.789
pre_cts_slack_ns = 3.69
dp_hpwl_mm = 10.3

[flow_run]
warnings = 30
cap_viol_max_count = 0

[grt]
antenna_found_initial = 0
overflow = 0
grt_pass1_wl_mm = 24.9
grt_max_degree = 74
grt_pass1_vias = 4954
grt.total_usage = 0.223

[run_status]
status = "completed"
## registers in the layout, indices dropped and copies added (netlist names), 2 cells and up
signal / cells
state: 5
AXI_WDATA_o: 32
rdata_o: 32
AXI_AWADDR_o: 32
write_status: 2
AXI_WSTRB_o: 4
AXI_ARADDR_o: 32
## cell families after synthesis
logic type             share of synthesized area
muxes                                     0.0613
and+or+nand+nor                            0.232
DFF                                        0.523
AOI/OAI and AO/OA                          0.132
buffers and inverters                     0.0520
## worst max path at each step
stage	startpoint	end	slack [ns]	cells after the start
4_1_cts	AXI_AWVALID_o	AXI_AWVALID_o	3.75	1
6_report	AXI_AWVALID_o	AXI_AWVALID_o	3.77	1
5_1_grt	AXI_AWVALID_o	AXI_AWVALID_o	3.71	1
## per-stage QoR
| stage | cell area [µm²] | std cells |
|---|---|---|
| 4_1_cts | 8630 | 1066 |
| 3_5_place_dp | 8050 | 1034 |
| 5_1_grt | 8630 | 1066 |
| 6_report | 8630 | 1066 |
| 2_1_floorplan | 5550 | 663 |
| 3_3_place_gp | 8050 | 1034 |
## final cells by class
cell class	count	area, µm²
fill	1106	4770
sequential	145	2900
timing repair buffer	256	2540
multi-input combinational	454	2380
clock buffer	27	503
tap	176	220
clock inverter	5	75.1
inverter	3	11.3
## per-layer routing
metal  part of all wire  track usage  up-vias
met1               0.44        0.330     2466
met2               0.45        0.328      175
li1                   -            -     2698
met3              0.085       0.0718       24
met5                  0            0        -
met4              0.024       0.0492        0
## Yosys cell counts (2+ instances only)
master	count
a21oi_1	37
a31oi_1	3
a32oi_1	2
buf_2	6
buf_4	3
buf_6	4
clkbuf_1	48
dfxtp_1	145
inv_1	3
mux2i_1	34
nand2_1	210
nand3_1	67
nand3b_1	4
nor2_1	7
nor4_1	2
o22ai_1	68
or4_1	2
## power by group
part	leakage [nW]	internal, mW	switching [mW]
Sequential	1.17	0.903	0.0102
Clock	0.285	0.604	0.346
Combinational	1.67	0.106	0.0896
Total	3.12	1.61	0.445
Power figures rest on the tool's default switching activity, not on a simulated workload.
